===== design/flow/config.mk =====
export PLATFORM = sky130hd
export DESIGN_NAME = axis_complex_averager
export DESIGN_NICKNAME = axis_complex_averager
export VERILOG_FILES = /design/flow/design.v
export SDC_FILE = /design/flow/constraint.sdc
export NUM_CORES = 4
export LEC_CHECK = 1
export CORE_UTILIZATION = 30

===== design/flow/constraint.sdc =====
current_design axis_complex_averager

set clk_period 13.3
set clk_io_pct 0.2

create_clock -name clk0 -period $clk_period [get_ports {aclk}]

set non_clock_inputs [all_inputs -no_clocks]
set_input_delay [expr $clk_period * $clk_io_pct] -clock clk0 $non_clock_inputs
set_output_delay [expr $clk_period * $clk_io_pct] -clock clk0 [all_outputs]

===== design/flow/design.v =====
`timescale 1ns / 1ps
module axis_complex_averager #
(
    parameter integer                       AXIS_TDATA_WIDTH    = 32,
    parameter integer                       BRAM_DATA_WIDTH     = 64,
    parameter integer                       BRAM_ADDR_WIDTH     = 32
)
(
    input  wire                             aclk,
    input  wire                             aresetn,
    input  wire [4:0]                       log_count,
    input  wire [AXIS_TDATA_WIDTH-1:0]      S_AXIS_tdata,
    input  wire                             S_AXIS_tvalid,
    output wire                             S_AXIS_tready,
    input  wire                             M_AXIS_tready,
    output wire [AXIS_TDATA_WIDTH-1:0]      M_AXIS_tdata,
    output wire                             M_AXIS_tvalid,
    output wire                             M_AXIS_tlast,
    output wire [BRAM_ADDR_WIDTH-1:0]       bram_porta_addr,
    output wire                             bram_porta_clk,
    output wire [BRAM_DATA_WIDTH-1:0]       bram_porta_wrdata,
    output wire                             bram_porta_we,
    output wire [BRAM_ADDR_WIDTH-1:0]       bram_portb_addr,
    output wire                             bram_portb_clk,
    output wire                             bram_portb_en,
    input  wire [BRAM_DATA_WIDTH-1:0]       bram_portb_rddata
);
    function [(AXIS_TDATA_WIDTH/2)-1:0] truncate(input [(BRAM_DATA_WIDTH/2)-1:0] val32);
        truncate = val32[(AXIS_TDATA_WIDTH/2)-1:0];
    endfunction
    genvar                                  i;
    localparam                              SIGN_EXTENSION      = (BRAM_DATA_WIDTH - AXIS_TDATA_WIDTH) / 2;
    localparam                              first               = 1'b0, 
                                            measure             = 1'b1;
    logic  [7:0]                            avg_count,          avg_count_next;
    logic                                   state,              state_next;
    logic  [BRAM_ADDR_WIDTH-1:0]            a_addr,             a_addr_next;
    logic  [BRAM_ADDR_WIDTH-1:0]            b_addr,             b_addr_next;
    logic                                   t_last,             t_last_next;
    wire   [(BRAM_DATA_WIDTH/2)-1:0]        s_real;
    wire   [(BRAM_DATA_WIDTH/2)-1:0]        s_imag;
    wire   [(BRAM_DATA_WIDTH/2)-1:0]        b_real;
    wire   [(BRAM_DATA_WIDTH/2)-1:0]        b_imag;
    wire   [31:0]                           max_count;
    wire                                    write_enable;
    assign max_count                        = 1 << log_count;
    assign write_enable                     = M_AXIS_tready && S_AXIS_tvalid && aresetn;
    assign s_real                           = {{SIGN_EXTENSION{S_AXIS_tdata[(AXIS_TDATA_WIDTH/2)-1]}}, S_AXIS_tdata[(AXIS_TDATA_WIDTH/2)-1:0]};
    assign s_imag                           = {{SIGN_EXTENSION{S_AXIS_tdata[AXIS_TDATA_WIDTH-1]}}, S_AXIS_tdata[AXIS_TDATA_WIDTH-1:AXIS_TDATA_WIDTH/2]};
    assign b_real                           = bram_portb_rddata[(BRAM_DATA_WIDTH/2)-1:0];
    assign b_imag                           = bram_portb_rddata[BRAM_DATA_WIDTH-1:BRAM_DATA_WIDTH/2];
    assign S_AXIS_tready                    = write_enable;
    assign M_AXIS_tvalid                    = S_AXIS_tvalid && state == first && aresetn;
    assign M_AXIS_tdata                     = {truncate($signed(b_imag) >>> log_count), truncate($signed(b_real) >>> log_count)};
    assign M_AXIS_tlast                     = t_last;
    assign bram_porta_addr                  = a_addr;
    assign bram_porta_clk                   = aclk;
    assign bram_porta_wrdata                = state == first ? {s_imag, s_real} : {b_imag + s_imag, b_real + s_real};
    assign bram_porta_we                    = write_enable;
    assign bram_portb_addr                  = b_addr;
    assign bram_portb_clk                   = aclk;
    assign bram_portb_en                    = write_enable;
    always_ff @(posedge aclk) begin
        if (~aresetn) begin
            avg_count           <= 0;
            state               <= first;
            a_addr              <= 0;
            b_addr              <= 2;
            t_last              <= 0;
        end else begin
            avg_count           <= avg_count_next;
            state               <= state_next;
            a_addr              <= a_addr_next;
            b_addr              <= b_addr_next;
            t_last              <= t_last_next;
        end
    end
    always_comb begin 
        avg_count_next          = avg_count;
        state_next              = state;
        a_addr_next             = a_addr;
        b_addr_next             = b_addr;
        t_last_next             = 0;
        if (write_enable) begin
            a_addr_next         = a_addr + 1;
            b_addr_next         = b_addr + 1;
        end
        if (write_enable && &a_addr) begin
            if (avg_count >= max_count - 1) begin
                avg_count_next  = 0;
                state_next      = first;
            end else begin
                avg_count_next  = avg_count + 1;
                state_next      = measure;
            end
        end
        if (state == first && &a_addr_next) begin
            t_last_next = 1'b1;
        end
    end
endmodule

===== design/flow/run.sh =====
#!/bin/bash
# OpenROAD 26Q1-2900-gdf79404cd8, Yosys 0.63+post, stock flow scripts
make -C /OpenROAD-flow-scripts/flow DESIGN_CONFIG=/design/flow/config.mk WORK_HOME=/design/flow/orfs finish

==> out/results.tsv <==
stage	metric	value	unit
logic_synthesis	synth-seq-cells	74	
worst_setup_path	crit_path_start_kind	clock port	
pwr	power_leakage	5.52	nW
logic_synthesis	yosysWarnings	1	
logic_synthesis	syn_area_per_cell	8.20	um^2
floorplanning	die_w	190	um
logic_synthesis	syn_area	10600	um^2
logic_synthesis	synth.distinct_cells	75	
pwr	clkPwrFrac	0.364	
global_routing	grt_use_total	0.180	
timing	worstMarginPinSlew	0.839	ns
timing	fin_setup_tns	0	ns
worst_setup_path	cp.arrival	7.29	ns
layout	layout-drive-gt1-share	0.124	
timing	hold_viol	0	
pwr	p_int	0.000675	W
pwr	peakVddDrop	53.6	uV
floorplanning	fp_util	0.305	
global_routing	gr-total-overflow	0	
worst_setup_path	worstReg2RegEnd	avg_count[7]	
pwr	power_frac_seq	0.232	
layout	lay_top_count	clkdlybuf4s50_1	
status	status	complete, no violations	
logic_synthesis	synth-edff-count	0	
layout	design_area	14100	um^2
global_routing	grt_pass1_vias	9654	
timing	rsz0062_at_grt	false	
worst_hold_path	hold_path.class	flip-flop to flip-flop	
clock_tree	cts_tree	done	
route	post_drt_wl_per_cell	16.2	um
global_routing	grt_max_degree	72	
floorplanning	rows	68	
worst_setup_path	end_kind	output pin	
place	post-dp-hpwl	25200	um
logic_synthesis	synthFlopType	dfxtp_1	
logic_synthesis	syn_inst	1289	
worst_setup_path	cp_max_fo	2	
pwr	totalPowerFinal	0.000965	W
place	place.gp.congestion	0.913	
floorplanning	die_y	190	um
timing	slew_headroom	0.439	
place	port_buffers	271	
route	drt-vias-per-instance	5.24	
clock_tree	post_cts_resize_count	0	
place	placed_cell_area	13600	um^2
floorplanning	io_pins	272	
logic_synthesis	async_flop_share	0	
global_routing	grt_pass1_wl	51700	um
timing	setup_violations	0	
floorplanning	dieArea	36000	um^2
pwr	p_per_area	68.7	nW/um^2
route	drc	0	
place	dp.cells	1951	
floorplanning	coreArea	34600	um^2
logic_synthesis	ys_seq_share	0.140	
pwr	combPwrFrac	0.404	
route	antenna_left	0	
logic_synthesis	ys_cells	1289	
timing	finalClockSkew	0.00799	ns
clock_tree	path_clk_slew	0.06	ns
route	num_vias	10330	
route	drt_wl_total	32000	um
pwr	swShare	0.301	
global_routing	antenna_found_initial	3	
timing	drv_slew	0	
worst_setup_path	rr_startpoint	a_addr[0]	
worst_setup_path	endpoint	bram_portb_clk	
worst_setup_path	crit_required	10.64	ns
route	firstDrtPassIters	5	
layout	fin_util	0.406	
layout	final_cells	1973	
worst_setup_path	r2r_slack	10.63	ns
worst_setup_path	ff2ff_path_depth	9	
run	tool_warnings	27	
route	drt_iter0_markers	568	
run	max-cap-violations	0	
clock_tree	clk_latency	0.44	ns
layout	layout_top_cells	clkdlybuf4s50_1 (267), nand2_1 (116), nor2_1 (84), xnor2_1 (80), o21ai_0 (77)	
logic_synthesis	ys_area	10600	um^2
worst_setup_path	critical_path.startpoint	aclk	
layout	area_growth	32.9	%
pwr	p_sw	0.000291	W
clock_tree	post_cts_buffers	0	
worst_hold_path	min_from	b_addr[31]	
clock_tree	postCtsHoldBufs	0	
worst_setup_path	worstSetupPathType	clock port to output pin	
==> worst min-delay path by stage <==
stage                        end  cells after the start
final                 b_addr[31]                      2
after CTS             b_addr[31]                      2
after global routing  b_addr[31]                      2
==> final cells by class <==
cell class              instances  area (um^2)
well taps                     455          569
repair buffers                280         2760
inverters                      33          124
fillers                      3375        20600
diodes                          2         5.00
clock buffers                  16          349
flip-flops and latches         74         1490
multi-input cells            1107         8650
clock inverters                 6          114
==> critical path: stages <==
cell and delay, ns:
clkbuf_16 0.13, clkbuf_16 0.13, clkdlybuf4s50_1 0.39
==> stage by stage <==
stage,setup WS [ns],hold WS [ns]
floorplan,3.89,0.444
global placement,3.62,0.475
detailed placement,3.62,0.479
CTS,3.33,0.497
global route,3.33,0.526
finish,3.35,0.497
==> state kept, by name, summed over array words and instances, names as in the netlist <==
signal     count
a_addr        32
b_addr        32
avg_count      8
state          1
t_last         1
==> logic make-up (layout without fill, tap and decap cells) <==
logic type / count (synthesis) / in the layout / synth area share
muxes: 163 / 163 / 0.224
adders and majority gates: 76 / 76 / 0.0913
AOI/OAI and AO/OA: 314 / 314 / 0.191
other: 0 / 2 / 0
buffers and inverters: 108 / 335 / 0.0416
and+or+nand+nor: 442 / 442 / 0.219
DFF: 74 / 74 / 0.140
xor gates and xnor gates: 112 / 112 / 0.0928
==> power by group through the flow <==
stage	logic, W	clock network, W	registers, W
4_1_cts	0.000392	0.000363	0.000224
5_1_grt	0.000430	0.000374	0.000224
6_report	0.000390	0.000351	0.000224
==> synthesized netlist by cell type, types with 6 or more instances <==
library cell	count	area, um^2
nand2_1	116	435
nor2_1	84	315
xnor2_1	80	701
o21ai_0	77	385
a21oi_1	76	380
dfxtp_1	74	1480
ha_1	74	926
mux2_2	68	766
and2_1	54	338
a21o_1	52	390
mux4_2	52	1170
nand3_1	49	245
clkbuf_1	48	180
mux2i_1	43	430
inv_1	32	120
xor2_1	32	280
nand4_1	23	144
nor2b_1	20	125
o21bai_1	20	150
nor3_1	18	90.1
and3_1	15	93.8
a211oi_1	14	105
buf_1	14	52.6
and4_1	11	96.3
a31oi_1	10	62.6
o211ai_1	10	75.1
or3_1	10	62.6
a21boi_0	9	67.6
nand2b_1	9	56.3
buf_2	7	35.0
o21a_1	7	52.6
nor4_1	6	37.5
==> per-layer routing <==
metal / wire (um) / GRT usage
met1: 15000 / 0.263
met2: 13900 / 0.276
met3: 2820 / 0.0503
met4: 302 / 0.0143
met5: 0 / 0
No activity file was given, so power comes from the tool's default toggle rates.

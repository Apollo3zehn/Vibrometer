File: /design/flow/design.v
`timescale 1ns / 1ps
module sync_manager #
(
    parameter integer                       MM_ADDR_WIDTH       = 32,
    parameter integer                       DATA_WIDTH          = 32
)
(
    input  wire                             aclk,
    input  wire                             aresetn,
    output wire [3:0]                       combination,
    input  wire                             request,
    input  wire [4:0]                       log_length,
    input  wire [MM_ADDR_WIDTH-1:0]         base_address,
    input  wire                             reading,
    input  wire                             writing,
    output wire [MM_ADDR_WIDTH-1:0]         read_buffer,
    output wire [MM_ADDR_WIDTH-1:0]         write_buffer
);
    function [MM_ADDR_WIDTH-1:0] buffer_to_factor (input [3:0] value);
        begin
            if (value[0])
                buffer_to_factor = 0;
            else if (value[1])
                buffer_to_factor = 1;
            else if (value[2])
                buffer_to_factor = 2;
            else
                buffer_to_factor = 3;
        end
    endfunction
    localparam                              buffer_1            = 4'b0001, 
                                            buffer_2            = 4'b0010,
                                            buffer_3            = 4'b0100,
                                            buffer_4            = 4'b1000;
    logic  [3:0]                            state_read,         state_read_next;
    logic  [3:0]                            state_ready,        state_ready_next;
    logic  [3:0]                            state_lock,         state_lock_next;
    logic  [3:0]                            state_write,        state_write_next;
    logic  [MM_ADDR_WIDTH-1:0]              read_count,         read_count_next;
    logic  [MM_ADDR_WIDTH-1:0]              write_count,        write_count_next;
    logic                                   lock,               lock_next;
    logic  [MM_ADDR_WIDTH-1:0]              write_factor,       write_factor_next;
    logic  [31:0]                           write_buffer_tmp,   write_buffer_tmp_next;
    wire   [31:0]                           length;
    assign combination                      = state_read | state_ready | state_lock | state_write;
    assign length                           = 1 << log_length;
    assign read_buffer                      = base_address + ((buffer_to_factor(state_read) * (DATA_WIDTH / 8)) << log_length);
    assign write_buffer                     = write_buffer_tmp + ((write_factor * (DATA_WIDTH / 8)) << log_length);
    always_ff @(posedge aclk) begin
        if (~aresetn) begin
            state_read          <= buffer_1;
            state_ready         <= buffer_2;
            state_lock          <= buffer_3;
            state_write         <= buffer_3;
            read_count          <= 0;
            write_count         <= 0;
            lock                <= 0;
            write_factor        <= 0;
            write_buffer_tmp    <= 0;
        end else begin
            state_read          <= state_read_next;
            state_ready         <= state_ready_next;
            state_lock          <= state_lock_next;
            state_write         <= state_write_next;
            read_count          <= read_count_next;
            write_count         <= write_count_next;
            lock                <= lock_next;
            write_factor        <= write_factor_next;
            write_buffer_tmp    <= write_buffer_tmp_next;
        end
    end
    always_comb begin 
        lock_next               = request;
        read_count_next         = read_count;
        write_count_next        = write_count;
        state_read_next         = state_read;
        state_ready_next        = state_ready;
        state_lock_next         = state_lock;
        state_write_next        = state_write;
        if (reading) begin
            if (read_count + 1 >= length) begin
                read_count_next     = 0;
                if (combination[0] == 1'b0)
                    state_write_next = buffer_1;
                else if (combination[1] == 1'b0)
                    state_write_next = buffer_2;
                else if (combination[2] == 1'b0)
                    state_write_next = buffer_3;
                else if (combination[3] == 1'b0)
                    state_write_next = buffer_4;
                else begin
                    state_write_next = state_ready;
                    state_ready_next = state_read;
                end
            end else begin
                read_count_next = read_count + 1;
            end
        end
        write_factor_next       = buffer_to_factor(state_write_next);
        write_buffer_tmp_next   = base_address + read_count_next * (DATA_WIDTH / 8);
        if (writing) begin
            if (write_count + 1 >= length) begin
                write_count_next    = 0;
                state_lock_next     = state_write;
                state_ready_next    = state_lock;
            end else begin
                write_count_next    = write_count + 1;
            end
        end
        if (request) begin
            if (~lock) begin
                state_read_next = state_ready_next;
            end
        end
    end
endmodule
File: /design/flow/run.sh
#!/bin/bash
# OpenROAD 26Q1-2900-gdf79404cd8, Yosys 0.63+post, stock flow scripts
make -C /OpenROAD-flow-scripts/flow DESIGN_CONFIG=/design/flow/config.mk WORK_HOME=/design/flow/orfs finish
File: /design/flow/config.mk
export PLATFORM = sky130hd
export DESIGN_NAME = sync_manager
export DESIGN_NICKNAME = sync_manager
export VERILOG_FILES = /design/flow/design.v
export SDC_FILE = /design/flow/constraint.sdc
export NUM_CORES = 4
export LEC_CHECK = 1
export CORE_UTILIZATION = 40
File: /design/flow/constraint.sdc
current_design sync_manager

set clk_period 20.8
set clk_io_pct 0.2

create_clock -name clk0 -period $clk_period [get_ports {aclk}]

set non_clock_inputs [all_inputs -no_clocks]
set_input_delay [expr $clk_period * $clk_io_pct] -clock clk0 $non_clock_inputs
set_output_delay [expr $clk_period * $clk_io_pct] -clock clk0 [all_outputs]
==> Slide: Implementation Results <==
Physical Implementation Snapshot

Outcome
  – Outcome: finished clean

Clock tree
  – CTS buffer count: 17
  – # resized after CTS: 0
  – Hold_buf cts: 0
  – CTS tree: yes
  – Clock sinks: 115
  – Clock Path Buffers: 2
  – Clock Latency Late Sink: 0.43 ns
  – Clock root buffer: clkbuf_16
  – Worst-path clk slew: 0.07 ns
  – CTS H-tree lvls: 4
  – Post-CTS Setup Bufs: 0

Final layout
  – Logic area: 9200 sq um
  – Layout cell share with drive strength beyond 1: 0.0409
  – Non-filler instance count after layout: 2048
  – Number of fill cells: 2819
  – Area grow syn2layout: 16.4%
  – Flip-flop and latch area: 2300 sq um

Setup path
  – Worst-path fanout max: 12
  – Critical path depth: 18
  – Cell Chain, Critical Path: clkdlybuf4s50_1, nor2b_1, nor2b_1, inv_1, o22ai_1, nand2b_1, nor2_1, ha_1, o211ai_1, nand2_1, a41oi_1, o211ai_1, o21ai_1, a21oi_1, o41ai_2, mux2i_1, a2111oi_2, clkdlybuf4s50_1
  – Crit path DRT: 16.64 ns
  – CP max-delay cell: clkdlybuf4s50_1
  – Delay-heaviest family, CP: AND-OR/OR-AND gates
  – Critical Path Start Type: primary input
  – Flop2flop setup slack: 12.83 ns
  – Worst Setup End Kind: primary output
  – Worst Path Arrival: 9.38 ns
  – Cells on worst reg2reg path: 25
  – Slowest stage delay, CP: 0.68 ns
  – Worst path bufs/invs: 3
  – Crit path kind: primary input to primary output

Drt
  – Drt pass-1 iters: 5
  – Initial DRC Count: 894
  – DR WL/cell: 17.5 um
  – Vias per inst: 5.64
  – Drc violations: 0
  – Final WL: 35.8 mm
  – Final ANT Viol Nets: 0
  – Vias: 11543

Placement
  – Placed insts: 2015
  – Detailed-placement wirelength estimate: 27.7 mm
  – Routability cong.: 0.954
  – IO Port Bufs: 109

STA
  – Post-layout period usage: 0.651
  – Top achievable clock speed: 73.8 MHz
  – Least-Margin Pin Slew: 0.831 ns
  – Minimum clock period: 13.54 ns
  – RSZ-0062 raised after global routing: false
  – Final Skew: 0.0146 ns
  – Final setup viols: 0
  – Setup_tns: 0 ns
  – Hold Worst Slack: 0.474 ns
  – Final Hold Viols: 0
  – Slew Viols, Final: 0
  – Headroom to the max-slew limit: 0.441

Yosys
  – Cell Type Count: 81
  – Synth Flop Type: dfxtp_1
  – Ys flops: 115
  – Yosys Instances: 1578
  – Simple Share, Synth: 0.273
  – Synthesis area per yosys: 11900 sq um
  – Post-synthesis compound-gate area fraction: 0.223
  – Fa+ha+maj area frac: 0.166
  – MUX area fraction: 0.0146
  – Async set-or-reset flop fraction in the synthesized netlist: 0
  – Syn_area_per_cell: 7.55 sq um
  – Comb area leader: simple AND/OR/NAND/NOR gates
  – Area fraction in xor and xnor cells: 0.0956
  – Post-synth EDFFs: 0
  – Cell Area, Synth: 11900 sq um
  – Post-Syn Instances: 1578
  – Ys Warns: 1
  – Sequential-to-total area share from yosys stat: 0.193

Floorplanning
  – Core ar.: 29000 sq um
  – Fp_density: 0.411
  – # rows: 62
  – Chip area: 30500 sq um
  – Die height: 175 um
  – Die Wd: 175 um
  – Top Ports: 110

Flow run
  – Max_cap viols: 0
  – Tool Warnings: 25

Power
  – Power Density: 50.6 nW/um^2
  – PnR Total Power: 0.701 mW
  – Sw power: 0.236 mW
  – Switching Share: 0.336
  – Gate power share: 0.240
  – Leakage power: 6.05 nW
  – Reg power frac: 0.340
  – Clock power frac: 0.420
  – Internal Pwr Total: 0.465 mW
  – Maximum vdd drop: 0.0514 mV

GRT
  – GR Overflow Total: 0
  – Initial antenna violation count: 1
  – First-pass GRT wire length: 56.2 mm
  – Vias in the first global route: 10340
  – Gr usage total: 0.238
  – Largest net degree at the start of global routing: 62

Hold path
  – Min-Delay Path Class: register to register
  – Hold Crit Depth: 2
cell families after synthesis:
group                    Yosys count
XOR/XNOR                         130
AND/OR/NAND/NOR                  650
adder cells (fa/ha/maj)          156
buffers and inverters            102
AND-OR/OR-AND                    408
multiplexers                      17
flip-flops                       115
worst reg2reg max path, stage by stage (launching register included):
cell and delay (ns):
dfxtp_1 0.42, ha_1 0.24, and3_1 0.26, and3_1 0.33, or4b_1 0.60, or3_1 0.49
nor2_1 0.20, xor2_1 0.21, ha_1 0.28, a21o_1 0.16, a21oi_1 0.17, o221ai_1 0.14
a21o_1 0.17, buf_4 0.25, or2_2 0.50, o31ai_1 0.62, ha_1 0.40, o21a_1 0.20
o31a_1 0.13, o21a_1 0.24, o21ai_0 0.47, o21ai_0 0.34, a31oi_1 0.31, a21oi_1 0.19
a31oi_1 0.23, mux2i_1 0.31
worst paths after layout:
kind | startpoint | endpoint
worst min-delay path | state_write[3]$_SDFFE_PN0P_ | state_write[3]$_SDFFE_PN0P_
worst max register to register | read_count[0]$_SDFF_PN0_ | write_buffer_tmp[30]$_SDFF_PN0_
worst min register to register | state_write[3]$_SDFFE_PN0P_ | state_write[3]$_SDFFE_PN0P_
worst max-delay path | log_length[2] | read_buffer[31]
layout make-up:
type / count / area share
Clock buffer: 17 / 0.0307
Multi-Input combinational cell: 1361 / 0.664
Inverter: 35 / 0.00948
Antenna cell: 1 / 0.000180
Clock inverter: 15 / 0.0111
Tap cell: 384 / 0.0347
Sequential cell: 115 / 0.166
Timing Repair Buffer: 120 / 0.0843
synthesized netlist by cell type (4+ instances only):
| master | instances | area share |
|---|---|---|
| o21ai_1 | 4 | 0.0017 |
| ha_1 | 153 | 0.16 |
| nor2b_1 | 24 | 0.013 |
| o21a_1 | 22 | 0.014 |
| o2bb2ai_1 | 6 | 0.0044 |
| mux2i_1 | 14 | 0.012 |
| xor2_1 | 42 | 0.031 |
| buf_4 | 5 | 0.0032 |
| nand2_1 | 149 | 0.047 |
| o31ai_1 | 18 | 0.011 |
| o21ai_0 | 77 | 0.032 |
| or2_2 | 8 | 0.0042 |
| o22ai_1 | 13 | 0.0068 |
| o31a_1 | 4 | 0.0029 |
| nor3_1 | 26 | 0.011 |
| or3_1 | 20 | 0.011 |
| o21bai_1 | 10 | 0.0063 |
| nand3_1 | 61 | 0.026 |
| a31oi_1 | 10 | 0.0053 |
| xnor2_1 | 88 | 0.065 |
| and2_1 | 53 | 0.028 |
| or4_1 | 6 | 0.0038 |
| a21o_1 | 53 | 0.033 |
| a22oi_1 | 5 | 0.0032 |
| nand3b_1 | 9 | 0.0057 |
| and3_1 | 26 | 0.014 |
| dfxtp_1 | 115 | 0.19 |
| a21oi_1 | 109 | 0.046 |
| a21boi_0 | 13 | 0.0082 |
| clkbuf_1 | 54 | 0.017 |
| nand4_1 | 26 | 0.014 |
| buf_1 | 5 | 0.0016 |
| nor3b_1 | 7 | 0.0044 |
| a211oi_1 | 10 | 0.0063 |
| nor4_1 | 9 | 0.0047 |
| inv_1 | 35 | 0.011 |
| nand2b_1 | 40 | 0.021 |
| nor2_1 | 169 | 0.053 |
| o211ai_1 | 9 | 0.0057 |
placed cells by master (no fill, tap or decap), drive strengths merged, types with 24 or more instances in the layout:
| cell | n |
|---|---|
| nand2 | 149 |
| and2 | 53 |
| nor2 | 169 |
| nand3 | 61 |
| a21o | 53 |
| clkdlybuf4s50 | 108 |
| nor3 | 26 |
| nor2b | 24 |
| dfxtp | 115 |
| xor2 | 42 |
| a21oi | 110 |
| nand4 | 27 |
| and3 | 27 |
| xnor2 | 88 |
| o21ai | 81 |
| nand2b | 40 |
| ha | 153 |
| inv | 47 |
layer usage:
metal	routed length, um	track usage
met1	17600	0.373
met3	2360	0.0361
met5	0	0
met4	778	0.0460
met2	15100	0.350
sequential cells by signal (all words and copies together) (netlist names):
signal,cells
state_write,4
write_count,32
write_factor,2
state_read,4
state_lock,4
lock,1
write_buffer_tmp,32
state_ready,4
read_count,32
power groups by stage:
stage	Clock, mW	Sequential, mW	Combinational [mW]
4_1_cts	0.301	0.238	0.168
6_report	0.295	0.238	0.168
5_1_grt	0.312	0.239	0.186
stage by stage:
stage	area (sq um)	util	setup slack, ns
final	13900	0.478	7.26
after global routing	13900	0.478	6.84
after CTS	13900	0.478	7.38
after detailed placement	13300	0.458	7.44
after global placement	13300	0.458	7.58
after floorplan	11900	-	9.29
No activity file was given, so power comes from the tool's default toggle rates.

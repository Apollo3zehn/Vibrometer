File: /design/flow/design.v
`timescale 1ns / 1ps
module axis_differentiator #
(
    parameter integer                       AXIS_TDATA_WIDTH    = 32
)
(
    input  wire                             aclk,
    input  wire                             aresetn,
    input  wire                             enable,
    input  wire                             S_AXIS_tvalid,
    input  wire [AXIS_TDATA_WIDTH-1:0]      S_AXIS_tdata,
    output wire                             S_AXIS_tready,
    input  wire                             M_AXIS_tready,
    output wire                             M_AXIS_tvalid,
    output wire [AXIS_TDATA_WIDTH-1:0]      M_AXIS_tdata
);
    genvar                                  i;
    logic  signed [AXIS_TDATA_WIDTH-1:0]    shift1,                 shift1_next;
    logic  signed [AXIS_TDATA_WIDTH-1:0]    shift2,                 shift2_next;
    logic  signed [AXIS_TDATA_WIDTH-1:0]    shift3,                 shift3_next;
    logic  signed [AXIS_TDATA_WIDTH-1:0]    result,                 result_next;
    logic  signed [AXIS_TDATA_WIDTH-1:0]    shift_register[4:0],    shift_register_next[4:0];
    wire   signed [AXIS_TDATA_WIDTH:0]      sum1;                    
    wire   signed [AXIS_TDATA_WIDTH:0]      sum2;                    
    assign sum1             = shift_register[4] - shift_register[0];
    assign sum2             = shift_register[1] - shift_register[3];    
    assign M_AXIS_tdata     = enable ? result : S_AXIS_tdata;
    assign M_AXIS_tvalid    = S_AXIS_tvalid;
    assign S_AXIS_tready    = aresetn;
    for (i = 0; i < 5 ; i = i + 1) begin
        always_ff @(posedge aclk) begin
            if (~aresetn)
                shift_register[i] <= 0;
            else
                shift_register[i] <= shift_register_next[i];
        end       
    end
    always_ff @(posedge aclk) begin
        if (~aresetn) begin
            shift1    <= 0;
            shift2    <= 0;
            shift3    <= 0;
            result    <= 0;
        end else begin
            shift1 <= shift1_next;
            shift2 <= shift2_next;
            shift3 <= shift3_next;
            result <= result_next;
        end
    end     
    for (i = 1; i < 5 ; i = i + 1) begin
        always_comb begin  
            if (S_AXIS_tvalid)
                shift_register_next[i] = shift_register[i - 1];
            else
                shift_register_next[i] = shift_register[i];
        end
    end
    always_comb begin 
        shift1_next                 = shift1;
        shift2_next                 = shift2;
        shift3_next                 = shift3;
        result_next                 = result;
        shift_register_next[0]      = shift_register[0];
        if (S_AXIS_tvalid) begin
            shift_register_next[0]  = S_AXIS_tdata;
            shift1_next             = sum1 >>> 3;
            shift2_next             = sum1 >>> 4;
            shift3_next             = sum2 >>> 5;
            result_next             = shift1 + shift2 + sum2 - shift3;
        end
    end
endmodule
File: /design/flow/run.sh
#!/bin/bash
# OpenROAD 26Q1-2900-gdf79404cd8, Yosys 0.63+post, stock flow scripts
make -C /OpenROAD-flow-scripts/flow DESIGN_CONFIG=/design/flow/config.mk WORK_HOME=/design/flow/orfs finish
File: /design/flow/config.mk
export PLATFORM = sky130hd
export DESIGN_NAME = axis_differentiator
export DESIGN_NICKNAME = axis_differentiator
export VERILOG_FILES = /design/flow/design.v
export SDC_FILE = /design/flow/constraint.sdc
export NUM_CORES = 4
export LEC_CHECK = 1
export CORE_UTILIZATION = 30
File: /design/flow/constraint.sdc
current_design axis_differentiator

set clk_period 12.6
set clk_io_pct 0.2

create_clock -name clk0 -period $clk_period [get_ports {aclk}]

set non_clock_inputs [all_inputs -no_clocks]
set_input_delay [expr $clk_period * $clk_io_pct] -clock clk0 $non_clock_inputs
set_output_delay [expr $clk_period * $clk_io_pct] -clock clk0 [all_outputs]
==> notes.md <==
The flow completed. Number of flops mapped to enable cells by yosys landed at 0. Including well taps, the total number of placed cells is 2,357. Hold path depth landed at 2. Total global-route track usage over all layers is 0.146. Count of max-cap constraint violations landed at 0. For this sky-water flow run, the detailed-routed wirelength per cell is reported as 15.1 um. Maximum single-stage delay on the critical path landed at 0.49 ns. The smallest clock period supported by the final layout is computed as 6.44 ns.

The slowest stage of the critical path is the clkdlybuf4s50_1 cell. The run finished with clean final reports. The core region is 50,100 sq um. The chip area line in the Yosys stat output reads 15,200 sq um. The report puts the hold buffer count at CTS at 0. Final sum of negative setup slack landed at 0 ns. The final timing summary puts the cycle share of the worst path at 0.511. Setup repair after global routing left no endpoint under its margin.

Via total after detailed routing landed at 11,378. Total count of hold-check failures in the final report landed at 0. Per the detail_route report, inserted antenna diodes total 0. At the end of routability-driven placement, the weighted congestion stood at 0.888. Once detail routing completed, the nets flagged for antenna violations numbered 0. For reference, the top cells by area after synthesis are dfxtp_1 33%, mux2i_1 13%, fa_1 8.0%, ha_1 7.8%, nor2_1 6.4%. Layout-stage area growth over the synthesis result landed at 14.7%.

After floorplanning, the core was divided into 82 placement rows. Data required time at the worst endpoint landed at 10.08 ns. Share of the synthesized area in the top cell type landed at 0.329. Clock transition at the registers of the reported paths landed at 0.06 ns. Width of the die landed at 227 um. Synthesized area landed at 15,200 sq um.

The synthesized design contains 250 register bits. Normalized max-slew margin landed at 0.451. In the log, the iteration count for the first detailed-route pass is 5. Detailed-route vias per instance landed at 4.73. Grouping stages by cell kind, the critical path spends the most delay in buffers and inverters. Count of mapped cells out of synthesis landed at 1,678. Peak supply drop landed at 0.0957 mV. The critical path is of the in -> out type.

Per the skew report, the later register of the worst-skew pair sees a clock latency of 0.55 ns. Dividing total power by cell area gives a power density of 184 nW/um^2. The Yosys step of the flow raised 3 warnings. Fraction of registers with async set or reset after synthesis landed at 0. In this run the vertical extent of the chip is 227 um.

Remaining routing DRC violations landed at 0. In the placement report, post-DP HPWL is listed as 27.2 mm. The most used flip-flop cell after synthesis is dfxtp_1. Starting density of the core landed at 0.304.

Number of antenna violations at the first check in global routing landed at 0. Clock sink total landed at 250. Summed over all instances, the cell type with the most area after synthesis is dfxtp_1. Leaving out fill and tap cells, the most frequent cell in the layout is nor2_1. The via count of the first global-routing pass is 10,688. Total clock buffers created by CTS landed at 26. Per the finish-stage timing summary, setup violations number 0. Yosys stat cell total landed at 1,678.

Once the clock tree was built, the resizer swapped 0 gates to a different size. Count of warning messages emitted by the tools landed at 27. The total overflow left after global routing is 0. Per STA, the worst path is made up of buf_2 > buf_4 > mux2_2 > clkdlybuf4s50_1. TritonCTS built the clock tree. Looking at the critical path, the highest net fanout was 32.

Entering global routing, the biggest net connects 81 pins. The flow reports an fmax of 155 MHz. Worst path arrival time landed at 3.92 ns. After the first detailed-routing iteration, the DRC count stood at 555. Final routed wirelength across all metal layers landed at 36.3 mm. In the layout the commonest cells are 259 x nor2_1, 250 x dfxtp_1, 202 x mux2i_1, 176 x inv_1, 95 x ha_1. The report puts the cell count of the worst reg-to-reg path at 22. Worst path buffer plus inverter count landed at 3. Quantity of I/O buffers inserted on ports landed at 69. STA classifies the critical path endpoint as an output port. In this run the mean area of a mapped cell was 9.07 sq um. H-tree depth landed at 1.

For flop-to-flop paths, the worst setup slack is 6.78 ns. The number of different library cells used by synthesis comes to 72. For the pin with the worst max-slew slack, the measured transition is 0.824 ns.

The cell sitting at the root of the clock tree is a clkbuf_16. The layout summary lists the proportion of cells stronger than drive strength 1 as 0.0659. STA classifies the critical path startpoint as an input pin. Die footprint landed at 51,700 sq um.

The finished layout holds 2,403 standard cells, fillers aside. Number of top-level design ports landed at 71. Number of max-slew violations in the final report landed at 0. The first global-routing pass estimated 57.9 mm of wire. Number of stages on the worst setup path landed at 4. Setup skew after layout landed at 0.0116 ns. After clock tree synthesis, the setup repair step added 0 buffers.

Number of buffers on the longest clock path landed at 3. The type recorded for the worst min-delay path is reg -> reg. The power report puts the leakage power at 7.79 nW. Portion of the post-synthesis area used by sequential elements landed at 0.329.
[layer usage]
layer	vias to the layer above	global-route usage	routed length, um
met5	-	0	0
met4	0	0.0286	853
met3	55	0.0250	1750
met2	196	0.214	15500
met1	5343	0.228	18200
li1	5784	-	-
[registers in the layout, indices dropped and copies added, names as in the netlist]
register        cells
result             32
shift1             30
shift3             28
shift_register    160
[stage by stage]
stage | cell area (sq um) | setup WS (ns) | total power (W) | hold WS, ns | utilization
finish | 17500 | 6.16 | 0.00322 | 0.452 | 0.349
global placement | 16600 | 6.18 | 0.00241 | 0.438 | 0.331
CTS | 17500 | 6.18 | 0.00325 | 0.454 | 0.349
floorplan | 15200 | 6.70 | 0.00203 | 0.420 | -
global route | 17500 | 6.09 | 0.00346 | 0.483 | 0.349
detailed placement | 16600 | 6.18 | 0.00241 | 0.444 | 0.331
[synthesized netlist by cell type (all sizes together), types with 6 or more instances]
library cell and number:
xnor2 45, nor2 259, a31oi 11, nor2b 8, dfxtp 250, mux2i 202
a21o 38, o21a 14, a22o 11, inv 177, nand2b 6, a211oi 11
o31ai 10, a21oi 77, or3 8, and2 10, nand2 59, and3 8
o21bai 17, nand4 8, nor3 17, buf 19, xor2 27, nand3 19
mux2 34, clkbuf 54, ha 95, fa 61, o21ai 54, a221oi 6
[power by group]
group	internal (W)	leakage, nW	switching (W)
sequential	0.000861	2.04	0.0000499
clock	0.000484	0.450	0.000324
combinational	0.000666	5.30	0.000829
total	0.00201	7.79	0.00120
[cells by family after synthesis]
family / count (synthesis) / share of synthesized area
multiplexers: 236 / 0.158
flip-flops: 250 / 0.329
XOR/XNOR: 73 / 0.0429
buffers and inverters: 251 / 0.0625
adder cells (fa/ha/maj): 156 / 0.158
AND/OR/NAND/NOR: 421 / 0.120
AND-OR/OR-AND: 291 / 0.130
[worst register-to-register path: stages (launching register included)]
cell      delay, ns
dfxtp_1        0.32
inv_1          0.06
ha_1           0.17
inv_1          0.06
fa_1           0.39
a21o_1         0.19
a21oi_1        0.30
o21ai_1        0.17
and2_1         0.20
a21o_1         0.18
a21oi_1        0.16
xnor2_1        0.26
fa_1           0.48
ha_1           0.39
and4_1         0.24
a221oi_1       0.26
o21ai_0        0.14
a21oi_1        0.47
o221ai_2       0.29
o41ai_1        0.53
o21ai_0        0.18
xnor2_1        0.16
o21ai_0        0.08
[cell type report]
| cell class | instances | area (sq um) |
|---|---|---|
| Sequential cell | 250 | 5000 |
| Clock buffer | 33 | 758 |
| Multi-Input combinational cell | 1177 | 9270 |
| Tap cell | 672 | 841 |
| Fill cell | 5026 | 32600 |
| Timing Repair Buffer | 80 | 773 |
| Inverter | 178 | 673 |
| Clock inverter | 13 | 149 |
[path summary, 6_finish.rpt]
check,start,endpoint
worst max-delay path,enable,M_AXIS_tdata[31]
worst min-delay path,result[31],result[31]
worst max register to register,shift_register[1][0],result[25]
worst min register to register,result[31],result[31]
No activity file was given, so power comes from the tool's default toggle rates.
